File: ./config.mk
export PLATFORM = sky130hd
export DESIGN_NAME = SPI_wrapper
export DESIGN_NICKNAME = SPI_wrapper
export VERILOG_FILES = /design/flow/design.v
export SDC_FILE = /design/flow/constraint.sdc
export NUM_CORES = 4
export LEC_CHECK = 1
export CORE_UTILIZATION = 50
File: ./constraint.sdc
current_design SPI_wrapper

set clk_period 70.8
set clk_io_pct 0.2

create_clock -name clk0 -period $clk_period [get_ports {clk}]

set non_clock_inputs [all_inputs -no_clocks]
set_input_delay [expr $clk_period * $clk_io_pct] -clock clk0 $non_clock_inputs
set_output_delay [expr $clk_period * $clk_io_pct] -clock clk0 [all_outputs]
File: ./run.sh
#!/bin/bash
# OpenROAD 26Q1-2900-gdf79404cd8, Yosys 0.63+post, stock flow scripts
make -C /OpenROAD-flow-scripts/flow DESIGN_CONFIG=/design/flow/config.mk WORK_HOME=/design/flow/orfs finish
File: ./design.v
module RAM (
    input [9:0] rx_data,
    input rx_valid,
    input clk,
    input rst_n,
    output  reg [7:0] tx_data,
    output reg tx_valid
); 
parameter MEM_DEPTH = 256;
parameter ADDR_SIZE = 8;
reg [ADDR_SIZE-1:0] internal_buffer; 
reg [ADDR_SIZE-1:0] mem [MEM_DEPTH-1:0];
always @(posedge clk ) begin 
    if (~rst_n) begin
        tx_data <= 8'h00;
        tx_valid <= 1'b0;
        internal_buffer <= 1'b0;
    end
    else begin
        if (rx_valid) begin 
            case({rx_data[9],rx_data[8]})
                2'b00: begin 
                    internal_buffer <= rx_data[7:0];
                    tx_valid <= 1'b0;
                end
                2'b01: begin 
                    mem[internal_buffer] <= rx_data[7:0]; 
                    tx_valid <= 1'b0; 
                end
                2'b10: begin
                    internal_buffer <= rx_data[7:0];
                    tx_valid <= 1'b0;
                end
                2'b11: begin 
                    tx_data <= mem[internal_buffer]; 
                    tx_valid <= 1'b1;
                end
            endcase
        end
    end 
end 
endmodule
module SPI(input MOSI,input SS_n,input clk ,input rst_n,input[7:0]tx_data,input tx_valid,
output reg [9:0]rx_data,output reg rx_valid,output reg MISO
);
(* fsm_encoding = "sequential" *)
localparam IDLE = 3'b000 ;
localparam CHK_CMD = 3'b001 ;
localparam WRITE = 3'b010 ;
localparam READ_DATA = 3'b011 ;
localparam READ_ADDR= 3'b100 ;
reg [2:0]current_state , next_state ; 
reg [3:0]counter;
reg read_flag ; 
always @(*) begin:next_state_logic
    case (current_state)
        IDLE:
        if(SS_n==1'b0) next_state<=CHK_CMD ;
        else next_state<=IDLE ;
        CHK_CMD: 
        if(SS_n==1'b0 && MOSI==1'b0) next_state<=WRITE; 
        else if (SS_n==1'b0 && MOSI==1'b1 && read_flag==1'b0)next_state=READ_ADDR; 
        else if (SS_n==1'b0 && MOSI==1'b1 && read_flag==1'b1)next_state=READ_DATA; 
        else next_state<=IDLE  ; 
        WRITE:
        if(SS_n==1'b0) begin  
            next_state<=WRITE;
        end 
        else begin 
            next_state <=IDLE;
        end
        READ_ADDR: if(SS_n ==1'b1) next_state<=IDLE;
        else next_state<=READ_ADDR; 
        READ_DATA:if(SS_n ==1'b1) next_state<=IDLE;
        else next_state<=READ_DATA; 
    endcase
end
always @(posedge clk ) begin
    if(~rst_n) begin 
        current_state<=IDLE;
    end
    else current_state <=next_state;
end
always@(posedge clk ) begin 
     if(~rst_n)begin
         MISO<=0;
         read_flag<=1'b0;
    end
 case(current_state)
    IDLE:begin
    rx_valid<=1'b0;
    MISO<=1'b0;
    end
    CHK_CMD:counter<=1'b0;
    WRITE:begin
    if(SS_n==0)begin
        rx_data[9-counter]<=MOSI;
        counter<=counter+1'b1;
    end
    if(counter==9)begin
        rx_valid<=1'b1;
        counter<=1'b0;
        end
    end
    READ_ADDR:begin
        if(SS_n==0)begin
        rx_data[9-counter]<=MOSI;
        counter<=counter+1'b1;
    end
        if(counter==9)begin
        rx_valid<=1'b1;
        counter<=1'b0;
        read_flag<=1'b1;  
        end
    end
    READ_DATA:
    if(SS_n ==1'b0 )begin 
      if(tx_valid==1'b0)begin
        rx_data[9-counter]<=MOSI ; 
        counter<=counter+1; 
        if(counter == 9)begin
            counter<=1'b0 ; 
            rx_valid<=1'b1 ; 
        end
    end
    if(tx_valid==1'b1)begin
        MISO<=tx_data[7-counter]; 
        counter<=counter+1'b1; 
        if(counter==7)begin
            read_flag<=1'b0 ;
            counter<=0 ; 
        end
    end
end 
endcase
end 
endmodule   
module SPI_wrapper(MOSI,MISO,clk,SS_n,rst_n);
input MOSI ; 
input SS_n ;
input clk,rst_n ;
output MISO ; 
wire [9:0]rx_data;
wire rx_valid  , tx_valid;
wire [7:0]tx_data; 
parameter MEM_DEPTH = 256;
parameter ADDR_SIZE = 8;
SPI spi (.clk(clk),.rst_n(rst_n),.MOSI(MOSI),.MISO(MISO),.SS_n(SS_n),.tx_data(tx_data),.tx_valid(tx_valid),.rx_data(rx_data),.rx_valid(rx_valid));
RAM #(.MEM_DEPTH(MEM_DEPTH),.ADDR_SIZE(ADDR_SIZE))ram(.rx_data(rx_data),.rx_valid(rx_valid),.clk(clk),.rst_n(rst_n),.tx_data(tx_data),.tx_valid(tx_valid));
endmodule
==> impl_metrics.py <==
# Metrics from the implementation run
metrics = {
    "timing": {
        "period_used_pct": 24.0,
        "finClkSkew_ps": 22.2,
        "period_needed_ps": 17020,
        "hold_violations": 0,
        "hold-worst-slack_ps": 492,
        "worst_slew_pin_slew_ps": 889,
        "unclocked_pins": 3,
        "untimed_endpoints": 3,
        "fin_setup_tns_ps": 0,
        "finalSetupViolCount": 0,
        "finalMaxSlewViolations": 0,
        "rsz0062_at_grt": "false",
        "max_freq_mhz": 58.8,
        "max_slew_margin_pct": 40.5,
    },
    "worst_hold_path": {
        "hp-class": "flip-flop to flip-flop",
    },
    "synth": {
        "postSynthAreaPerCell_um2": 20.5,
        "ys_cells": 4005,
        "numSynthFlops": 2088,
        "yosysUniqueCellTypes": 79,
        "ys_sh_adder_pct": 0.198,
        "ys_sh_mux_pct": 15.5,
        "netlist_logic_family_top": "multiplexers",
        "xor_area_share_pct": 0.0534,
        "simple_gate_share_pct": 3.45,
        "synth-edff-count": 2063,
        "yosysChipArea_um2": 82100,
        "ys_warn_count": 2,
        "syn_area_um2": 82100,
        "syn-instance-count": 4005,
        "yosys.area_share.aoi_pct": 2.90,
        "flop_cell": "edfxtp_1",
        "synth-async-reset-ratio_pct": 0,
    },
    "floorplan": {
        "dieArea_um2": 166000,
        "die_x_um": 407,
        "core_um2": 163000,
        "io_pins": 5,
        "die_y_um": 407,
        "initCoreUtil_pct": 50.4,
        "fp-row-count": 148,
    },
    "clock_network": {
        "post_cts_resized": 0,
        "holdBufCountCts": 0,
        "postCtsSetupRepairBufs": 0,
        "clock_latency_ps": 830,
        "cts_max_path_buffers": 3,
        "cts_max_level": 4,
        "clkTransAtPathRegs_ps": 60,
        "root_buffer": "clkbuf_16",
        "cts_tree": "done",
        "cts_made_buffers": 202,
    },
    "run": {
        "log.warning_count": 36,
        "drv_cap": 0,
    },
    "worst_setup_path": {
        "cp.arrival_ps": 17480,
        "end_kind": "flip-flop",
        "worstPathMaxFanout": 26,
        "critPathKind": "primary input to flip-flop",
        "required_ps": 71260,
        "startpoint_type": "primary input",
    },
    "finish": {
        "utilization_pct": 56.3,
        "synthToLayoutAreaGrowth_pct": 11.6,
        "fillCellCount": 11793,
        "drive_above_1_share_pct": 22.7,
        "layout.cells.most_common": "edfxtp_1",
        "lay_top_cells": "2063 x edfxtp_1, 440 x mux4_2, 290 x nor2_1",
    },
    "drt": {
        "viasPerCell": 6.35,
        "drtAntennaViolNets": 0,
        "dr.pass1.iters": 7,
        "drcViolationCount": 0,
        "vias": 41164,
        "drt-wirelength-per-cell_um": 35.0,
        "drtIter0Drc": 3176,
        "routed_wl_um": 227000,
    },
    "power_and_ir_drop": {
        "ir_drop_mv": 0.0197,
        "power_per_cell_area_nw_per_um2": 26.8,
        "leakage_nw": 27.3,
    },
    "place": {
        "port-buffer-count": 4,
        "hpwl_um": 140000,
        "place_congestion": 0.956,
    },
    "grt": {
        "grt_use_total_pct": 31.4,
        "grt_pass1_wl_um": 326000,
        "antenna_found_initial": 2,
        "grt_overflow_total": 0,
        "grt_pass1_vias": 45856,
        "grt_max_degree": 104,
    },
    "run_status": {
        "status": "finished, final reports clean",
    },
}
-- kinds of logic (layout without fill, tap and decap cells) --
kind of cell,after synthesis,in the layout
adder cells (fa/ha/maj),13,13
AND/OR/NAND/NOR,619,619
latches,3,3
multiplexers,682,682
flip-flops,2085,2085
other,0,4
AND-OR/OR-AND,342,342
buffers and inverters,256,555
XOR/XNOR,5,5
-- registers in the layout (all words and copies together), names as in the netlist --
signal               count
spi.next_state           3
spi.rx_data             10
spi.current_state        3
spi.MISO                 1
ram.internal_buffer      8
spi.rx_valid             1
ram.tx_valid             1
spi.read_flag            1
ram.mem               2048
ram.tx_data              8
spi.counter              4
-- through the flow --
step	cell area (um^2)	total power, mW	std cells	setup WS [ps]
after floorplan	82100	1.38	4005	55060
after global placement	84800	1.39	6100	53030
after detailed placement	84800	1.39	6100	52980
after CTS	91600	2.47	6479	53900
after global routing	91600	2.52	6479	53730
final	91600	2.46	6483	53780
-- power breakdown --
group          internal [mW]  switching [mW]  total, mW
clock                  0.633           0.459       1.09
sequential              1.34        0.000681       1.34
combinational         0.0100          0.0168     0.0269
-- final timing paths --
check | startpoint | endpoint | slack [ps] | cells after the start
hold reg to reg | spi.read_flag | spi.read_flag | 490 | 2
setup reg to reg | ram.internal_buffer[1] | ram.tx_data[7] | 65010 | 11
hold / removal | spi.read_flag | spi.read_flag | 490 | 2
setup / recovery | rst_n | ram.mem[116][1] | 53780 | 7
-- cell type report --
type	instances	area, um^2	area share [%]
Clock inverter	145	1450	1.59
Inverter	13	51.3	0.0560
Antenna cell	4	10.0	0.0109
Multi-Input combinational cell	1661	18200	19.9
Tap cell	2175	2720	2.97
Sequential cell	2088	62500	68.2
Clock buffer	234	5320	5.81
Timing Repair Buffer	163	1350	1.47
-- worst max-delay path, stage by stage --
cell,delay [ps]
clkdlybuf4s50_1,450
buf_4,290
nand4b_1,180
nor3_1,600
nand2_1,700
buf_4,480
nor2_1,580
-- synth_stat cells (13+ instances only) --
cell type / n / area (um^2)
nand4_1: 15 / 93.8
buf_2: 57 / 285
nor3_1: 19 / 95.1
ha_1: 13 / 163
mux4_1: 23 / 604
nand2b_1: 14 / 87.6
buf_4: 51 / 383
mux2i_1: 183 / 1830
clkbuf_1: 101 / 379
o22ai_1: 47 / 294
edfxtp_1: 2063 / 61900
dfxtp_1: 22 / 440
nand2_1: 118 / 443
o221ai_1: 15 / 131
nor2_1: 291 / 1090
buf_6: 23 / 259
a31oi_1: 17 / 106
mux4_2: 440 / 9910
o21ai_0: 47 / 235
mux2_2: 35 / 394
nand3_1: 52 / 260
a22oi_1: 59 / 443
a211oi_1: 25 / 188
nor2b_1: 40 / 250
and2_1: 13 / 81.3
a21oi_1: 47 / 235
-- layer usage --
metal | up-vias | track usage (%) | routed length, um
met4 | 10 | 7.85 | 7900
met5 | - | 1.70 | 380
li1 | 16922 | - | -
met3 | 387 | 24.9 | 42000
met2 | 3149 | 43.2 | 105000
met1 | 20696 | 41.4 | 72300
Power figures rest on the tool's default switching activity, not on a simulated workload.
